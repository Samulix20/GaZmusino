[./design.v]
module lfsr_151_144 (
    input logic clk, enable, set,
    input logic[150:0] seed,
    output logic[150:0] current_state
);
always_ff @(posedge clk) begin
    if (set) begin
        current_state <= seed;
    end
    else if (enable) begin
        current_state <= next_state;
    end
end
logic[150:0] next_state;
always_comb begin
    next_state[150] = current_state[146] ^ current_state[143];
    next_state[149] = current_state[145] ^ current_state[142];
    next_state[148] = current_state[144] ^ current_state[141];
    next_state[147] = current_state[143] ^ current_state[140];
    next_state[146] = current_state[142] ^ current_state[139];
    next_state[145] = current_state[141] ^ current_state[138];
    next_state[144] = current_state[140] ^ current_state[137];
    next_state[143] = current_state[139] ^ current_state[136];
    next_state[142] = current_state[138] ^ current_state[135];
    next_state[141] = current_state[137] ^ current_state[134];
    next_state[140] = current_state[136] ^ current_state[133];
    next_state[139] = current_state[135] ^ current_state[132];
    next_state[138] = current_state[134] ^ current_state[131];
    next_state[137] = current_state[133] ^ current_state[130];
    next_state[136] = current_state[132] ^ current_state[129];
    next_state[135] = current_state[131] ^ current_state[128];
    next_state[134] = current_state[130] ^ current_state[127];
    next_state[133] = current_state[129] ^ current_state[126];
    next_state[132] = current_state[128] ^ current_state[125];
    next_state[131] = current_state[127] ^ current_state[124];
    next_state[130] = current_state[126] ^ current_state[123];
    next_state[129] = current_state[125] ^ current_state[122];
    next_state[128] = current_state[124] ^ current_state[121];
    next_state[127] = current_state[123] ^ current_state[120];
    next_state[126] = current_state[122] ^ current_state[119];
    next_state[125] = current_state[121] ^ current_state[118];
    next_state[124] = current_state[120] ^ current_state[117];
    next_state[123] = current_state[119] ^ current_state[116];
    next_state[122] = current_state[118] ^ current_state[115];
    next_state[121] = current_state[117] ^ current_state[114];
    next_state[120] = current_state[116] ^ current_state[113];
    next_state[119] = current_state[115] ^ current_state[112];
    next_state[118] = current_state[114] ^ current_state[111];
    next_state[117] = current_state[113] ^ current_state[110];
    next_state[116] = current_state[112] ^ current_state[109];
    next_state[115] = current_state[111] ^ current_state[108];
    next_state[114] = current_state[110] ^ current_state[107];
    next_state[113] = current_state[109] ^ current_state[106];
    next_state[112] = current_state[108] ^ current_state[105];
    next_state[111] = current_state[107] ^ current_state[104];
    next_state[110] = current_state[106] ^ current_state[103];
    next_state[109] = current_state[105] ^ current_state[102];
    next_state[108] = current_state[104] ^ current_state[101];
    next_state[107] = current_state[103] ^ current_state[100];
    next_state[106] = current_state[102] ^ current_state[99];
    next_state[105] = current_state[101] ^ current_state[98];
    next_state[104] = current_state[100] ^ current_state[97];
    next_state[103] = current_state[99] ^ current_state[96];
    next_state[102] = current_state[98] ^ current_state[95];
    next_state[101] = current_state[97] ^ current_state[94];
    next_state[100] = current_state[96] ^ current_state[93];
    next_state[99] = current_state[95] ^ current_state[92];
    next_state[98] = current_state[94] ^ current_state[91];
    next_state[97] = current_state[93] ^ current_state[90];
    next_state[96] = current_state[92] ^ current_state[89];
    next_state[95] = current_state[91] ^ current_state[88];
    next_state[94] = current_state[90] ^ current_state[87];
    next_state[93] = current_state[89] ^ current_state[86];
    next_state[92] = current_state[88] ^ current_state[85];
    next_state[91] = current_state[87] ^ current_state[84];
    next_state[90] = current_state[86] ^ current_state[83];
    next_state[89] = current_state[85] ^ current_state[82];
    next_state[88] = current_state[84] ^ current_state[81];
    next_state[87] = current_state[83] ^ current_state[80];
    next_state[86] = current_state[82] ^ current_state[79];
    next_state[85] = current_state[81] ^ current_state[78];
    next_state[84] = current_state[80] ^ current_state[77];
    next_state[83] = current_state[79] ^ current_state[76];
    next_state[82] = current_state[78] ^ current_state[75];
    next_state[81] = current_state[77] ^ current_state[74];
    next_state[80] = current_state[76] ^ current_state[73];
    next_state[79] = current_state[75] ^ current_state[72];
    next_state[78] = current_state[74] ^ current_state[71];
    next_state[77] = current_state[73] ^ current_state[70];
    next_state[76] = current_state[72] ^ current_state[69];
    next_state[75] = current_state[71] ^ current_state[68];
    next_state[74] = current_state[70] ^ current_state[67];
    next_state[73] = current_state[69] ^ current_state[66];
    next_state[72] = current_state[68] ^ current_state[65];
    next_state[71] = current_state[67] ^ current_state[64];
    next_state[70] = current_state[66] ^ current_state[63];
    next_state[69] = current_state[65] ^ current_state[62];
    next_state[68] = current_state[64] ^ current_state[61];
    next_state[67] = current_state[63] ^ current_state[60];
    next_state[66] = current_state[62] ^ current_state[59];
    next_state[65] = current_state[61] ^ current_state[58];
    next_state[64] = current_state[60] ^ current_state[57];
    next_state[63] = current_state[59] ^ current_state[56];
    next_state[62] = current_state[58] ^ current_state[55];
    next_state[61] = current_state[57] ^ current_state[54];
    next_state[60] = current_state[56] ^ current_state[53];
    next_state[59] = current_state[55] ^ current_state[52];
    next_state[58] = current_state[54] ^ current_state[51];
    next_state[57] = current_state[53] ^ current_state[50];
    next_state[56] = current_state[52] ^ current_state[49];
    next_state[55] = current_state[51] ^ current_state[48];
    next_state[54] = current_state[50] ^ current_state[47];
    next_state[53] = current_state[49] ^ current_state[46];
    next_state[52] = current_state[48] ^ current_state[45];
    next_state[51] = current_state[47] ^ current_state[44];
    next_state[50] = current_state[46] ^ current_state[43];
    next_state[49] = current_state[45] ^ current_state[42];
    next_state[48] = current_state[44] ^ current_state[41];
    next_state[47] = current_state[43] ^ current_state[40];
    next_state[46] = current_state[42] ^ current_state[39];
    next_state[45] = current_state[41] ^ current_state[38];
    next_state[44] = current_state[40] ^ current_state[37];
    next_state[43] = current_state[39] ^ current_state[36];
    next_state[42] = current_state[38] ^ current_state[35];
    next_state[41] = current_state[37] ^ current_state[34];
    next_state[40] = current_state[36] ^ current_state[33];
    next_state[39] = current_state[35] ^ current_state[32];
    next_state[38] = current_state[34] ^ current_state[31];
    next_state[37] = current_state[33] ^ current_state[30];
    next_state[36] = current_state[32] ^ current_state[29];
    next_state[35] = current_state[31] ^ current_state[28];
    next_state[34] = current_state[30] ^ current_state[27];
    next_state[33] = current_state[29] ^ current_state[26];
    next_state[32] = current_state[28] ^ current_state[25];
    next_state[31] = current_state[27] ^ current_state[24];
    next_state[30] = current_state[26] ^ current_state[23];
    next_state[29] = current_state[25] ^ current_state[22];
    next_state[28] = current_state[24] ^ current_state[21];
    next_state[27] = current_state[23] ^ current_state[20];
    next_state[26] = current_state[22] ^ current_state[19];
    next_state[25] = current_state[21] ^ current_state[18];
    next_state[24] = current_state[20] ^ current_state[17];
    next_state[23] = current_state[19] ^ current_state[16];
    next_state[22] = current_state[18] ^ current_state[15];
    next_state[21] = current_state[17] ^ current_state[14];
    next_state[20] = current_state[16] ^ current_state[13];
    next_state[19] = current_state[15] ^ current_state[12];
    next_state[18] = current_state[14] ^ current_state[11];
    next_state[17] = current_state[13] ^ current_state[10];
    next_state[16] = current_state[12] ^ current_state[9];
    next_state[15] = current_state[11] ^ current_state[8];
    next_state[14] = current_state[10] ^ current_state[7];
    next_state[13] = current_state[9] ^ current_state[6];
    next_state[12] = current_state[8] ^ current_state[5];
    next_state[11] = current_state[7] ^ current_state[4];
    next_state[10] = current_state[6] ^ current_state[3];
    next_state[9] = current_state[5] ^ current_state[2];
    next_state[8] = current_state[4] ^ current_state[1];
    next_state[7] = current_state[3] ^ current_state[0];
    next_state[6] = current_state[150];
    next_state[5] = current_state[149];
    next_state[4] = current_state[148];
    next_state[3] = current_state[147];
    next_state[2] = current_state[146];
    next_state[1] = current_state[145];
    next_state[0] = current_state[144];
end
endmodule
[./run.sh]
#!/bin/bash
# OpenROAD 26Q1-2900-gdf79404cd8, Yosys 0.63+post, stock flow scripts
make -C /OpenROAD-flow-scripts/flow DESIGN_CONFIG=/design/flow/config.mk WORK_HOME=/design/flow/orfs finish
[./config.mk]
export PLATFORM = sky130hd
export DESIGN_NAME = lfsr_151_144
export DESIGN_NICKNAME = lfsr_151_144
export VERILOG_FILES = /design/flow/design.v
export SDC_FILE = /design/flow/constraint.sdc
export NUM_CORES = 4
export LEC_CHECK = 1
export CORE_UTILIZATION = 40
[./constraint.sdc]
current_design lfsr_151_144

set clk_period 9.6
set clk_io_pct 0.2

create_clock -name clk0 -period $clk_period [get_ports {clk}]

set non_clock_inputs [all_inputs -no_clocks]
set_input_delay [expr $clk_period * $clk_io_pct] -clock clk0 $non_clock_inputs
set_output_delay [expr $clk_period * $clk_io_pct] -clock clk0 [all_outputs]
==> job_summary.md <==
### Flow metrics

| Metric | Value |
|---|---|
| Max-Cap Viols | 0 |
| Unrepaired setup endpoints after global routing | false |
| Final Power | 2180 uW |
| Post-CTS setup buffers | 0 |
| Initial antenna violation count | 2 |
| Rows | 50 |
| Comb area | 2990 um^2 |
| Gr usage total | 0.215 |
| Top cells by count, synth | 151 x edfxtp_1, 144 x nand2_1, 144 x xnor2_1 |
| Worst hold margin | 0.581 ns |
| Area growth syn-to-layout | 46.0% |
| Max FFs per register | 151 |
| Tool warnings | 28 |
| Maximum VDD drop | 112 uV |
| Fin crit share | 0.412 |
| Final setup violation count | 0 |
| CTS sink cnt | 151 |
| Req. time, crit path | 9.64 ns |
| Floorplan Utilization | 0.414 |
| Synth Instances | 624 |
| Vias/cell | 4.75 |
| Routability Congestion | 0.871 |
| Cell area after synthesis | 7870 um^2 |
| Max clock buf depth | 2 |
| Mapped Avg Cell Area | 12.6 um^2 |
| Ys cells | 624 |
| Fmax | 253 MHz |
| Final-report hold violation count | 0 |
| Worst-path maximum fanout | 90 |
| Endpoint class of the critical path | flip-flop |
| Top_reg_cell synth | edfxtp_1 |
| DRT Wirelength | 20600 um |
| DR DRC count | 0 |
| Distinct cells, synth | 13 |
| Post-Place Setup Slack | 5.19 ns |
| 1st-iter DRT viols | 247 |
| Status | complete, no violations |
| Top-count cell post-synth | edfxtp_1 |
| Post-synth top area share | 0.576 |
| Top cells by area | edfxtp_1 58%, xnor2_1 16%, o21ai_2 11%, nand2_1 6.9%, buf_6 2.9% |
| Ys async rst share | 0 |
| Number of routed nets with antenna violations | 0 |
| First-pass GRT wire length | 31000 um |
| Share of layout cells above drive strength 1 | 0.144 |
| Dpl cell area | 10900 um^2 |
| Routed via count | 5652 |
| Number of global-route vias before repair | 5646 |
| Fin. max-slew vios | 0 |
| Setup Crit Path Kind | in -> reg |
| YS chip area | 7870 um^2 |
| CTS root buf | clkbuf_16 |
| IO buf count | 304 |
| Pin count of the biggest net entering global routing | 158 |
| Worst Hold Class | reg -> reg |
| # resized after CTS | 0 |
| Clock Latency Late Sink | 0.41 ns |
| H-Tree Level Count | 4 |
| PD cells | 190 nW/um^2 |
| Die X | 142 um |
| Type of origin of the critical path | input pin |
| I/O pin count | 305 |
| Worst rel slew slack | 0.447 |
| CTS tree | yes |
| Worst-Margin Slew | 0.829 ns |
| Setup tns final | 0 ns |
| Die area | 20200 um^2 |
| Worst setup margin | 5.65 ns |
| Regs by FF count | current_state x151 |
| Fillcell total | 1538 |
| Clk pin slew, worst setup/hold paths | 0.06 ns |
| Core ar. | 19000 um^2 |
| Max Clock Skew | 0.00632 ns |
| Hpwl dp | 14700 um |
| EDFF count, synth | 151 |
| Final period demand of the worst path | 3.95 ns |
| Hold_buf cts | 0 |
| Sequential cell area | 4530 um^2 |
| WL/cell | 17.3 um |
| Die y size | 142 um |
| Yosys warns | 1 |
| Lkg Pwr | 0.00402 uW |
| GRT overflow | 0 |
| CTS buffer count | 17 |
| Fin area | 11500 um^2 |
| Post-synth regs | 151 |
| Cell accounting for the most synthesized area | edfxtp_1 |
| Biggest register | current_state |
| Synth Seq Share | 0.576 |
| CP arrival | 3.99 ns |
| TritonRoute pass-1 iters | 4 |
[power breakdown]
part           switching [uW]  internal [uW]
Clock                     248            373
Combinational             174            380
Sequential                133            871
[worst max-delay path: stages]
cell,delay [ns]
buf_8,0.42
or2_4,0.76
buf_4,0.76
[through the flow]
step | util | cells
after detailed placement | 0.575 | 1159
final | 0.604 | 1190
after CTS | 0.604 | 1189
after global placement | 0.575 | 1159
after floorplan | - | 624
after global routing | 0.604 | 1190
[cells by family (layout without fill, tap and decap cells)]
| logic type | Yosys count | count (layout) | share of synthesized area |
|---|---|---|---|
| DFF | 151 | 151 | 0.576 |
| xor gates and xnor gates | 144 | 144 | 0.160 |
| buffers and inverters | 33 | 338 | 0.0436 |
| AOI/OAI and AO/OA | 144 | 144 | 0.137 |
| muxes | 7 | 7 | 0.0134 |
| other | 0 | 1 | 0 |
| and+or+nand+nor | 145 | 145 | 0.0695 |
[area by class of cell]
class | instances | area share
timing repair buffer | 308 | 0.269
antenna | 1 | 0.000218
clock inverter | 13 | 0.0100
clock buffer | 17 | 0.0370
tap | 260 | 0.0283
sequential | 151 | 0.395
multi-input combinational | 440 | 0.261
[cell usage in the layout (no fill, tap or decap)]
master,n
buf_8,1
o21ai_1,4
mux2_4,7
o21ai_0,45
clkdlybuf4s50_1,303
or2_4,1
clkbuf_16,17
xnor2_1,144
buf_12,1
o21ai_2,95
bufinv_16,2
diode_2,1
nand2_1,144
clkinv_1,4
edfxtp_1,151
clkinv_2,5
buf_4,3
clkinvlp_4,2
[path summary, 6_finish.rpt]
kind                      start           endpoint  slack [ns]  depth (start not counted)
max                         set   current_state[0]        5.65                          3
min          current_state[147]   current_state[3]        0.58                          1
max reg2reg   current_state[83]  current_state[87]        8.47                          2
min reg2reg  current_state[147]   current_state[3]        0.58                          1
[metal layers]
layer / vias up / GRT usage / wire length [um] / part of all wire
met5: - / 0 / 0 / 0
li1: 2786 / - / - / -
met2: 220 / 0.336 / 9790 / 0.48
met3: 11 / 0.0727 / 1870 / 0.091
met1: 2635 / 0.323 / 8690 / 0.42
met4: 0 / 0.0215 / 205 / 0.010
Power figures rest on the tool's default switching activity, not on a simulated workload.
