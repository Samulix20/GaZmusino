===== flow/config.mk =====
export PLATFORM = sky130hd
export DESIGN_NAME = adder_tree_12_12
export DESIGN_NICKNAME = adder_tree_12_12
export VERILOG_FILES = /design/flow/design.v
export SDC_FILE = /design/flow/constraint.sdc
export NUM_CORES = 4
export LEC_CHECK = 1
export CORE_UTILIZATION = 40

===== flow/constraint.sdc =====
current_design adder_tree_12_12

set clk_period 6.6
set clk_io_pct 0.2

create_clock -name clk0 -period $clk_period [get_ports {clk}]

set non_clock_inputs [all_inputs -no_clocks]
set_input_delay [expr $clk_period * $clk_io_pct] -clock clk0 $non_clock_inputs
set_output_delay [expr $clk_period * $clk_io_pct] -clock clk0 [all_outputs]

===== flow/design.v =====
module adder_tree_12_12 (
    input logic clk, enable,
    input logic[11:0][11:0] data,
    output logic[15:0] result
);
logic [5:0][12:0] buff_l0l1, out_l0;
logic [2:0][13:0] buff_l1l2, out_l1;
logic [1:0][14:0] buff_l2l3, out_l2;
logic [15:0] out_l3;
always_ff @(posedge clk) begin
    if (enable) begin 
        buff_l0l1 <= out_l0;
        buff_l1l2 <= out_l1;
        buff_l2l3 <= out_l2;
        result <= out_l3;
    end
end
always_comb begin
    for(int i = 0; i < 6; i++) begin
        out_l0[i] = data[i*2] + data[i*2+1];
    end
    for(int i = 0; i < 3; i++) begin
        out_l1[i] = buff_l0l1[i*2] + buff_l0l1[i*2+1];
    end
    out_l2[0] = buff_l1l2[0] + buff_l1l2[1];
    out_l2[1] = {1'b0, buff_l1l2[2]};
    out_l3 = buff_l2l3[0] + buff_l2l3[1];
end
endmodule

===== flow/run.sh =====
#!/bin/bash
# OpenROAD 26Q1-2900-gdf79404cd8, Yosys 0.63+post, stock flow scripts
make -C /OpenROAD-flow-scripts/flow DESIGN_CONFIG=/design/flow/config.mk WORK_HOME=/design/flow/orfs finish

==> results.toml <==
# physical design summary
[finish]
layout-area-overhead-vs-synth_pct = 24.9
fill_cells = 2247
layout-drive-gt1-share_pct = 3.02
fin_cells = 1459

[setup_path]
cp-endpoint = "buff_l0l1[23]"
start_kind = "input pin"
reg2reg_depth = 8
reg2reg_to = "buff_l2l3[14]"
r2r_start = "buff_l1l2[14]"
path_max_fanout = 2
critPathKind = "in -> reg"
rrSetupSlack_ps = 3750
cp.arrival_ps = 3510
cp-startpoint = "data[24]"
end_kind = "flip-flop"
crit_required_ps = 6760

[final_timing]
fmax_mhz = 298
tightest_slew_ps = 707
fin_setup_tns_ps = 0
post-route-min-period_ps = 3350
maxSlewHeadroom_pct = 52.9
hold_viol = 0
setup_viol_count_final = 0
drv_slew = 0
timing.final.crit_share_pct = 50.8
skew_ps = 9.08
rsz0062_at_grt = "false"

[clock_tree]
cts_buffers = 17
clkSinkCount = 165
tritoncts = "built"
clk_pin_slew_ps = 60
htree_levels = 4
cts_resized = 0
cts-root-buf = "clkbuf_16"
post_cts.repair.setup_buffers = 0
cts.path.max_buffers = 2
clkLatencyLatePin_ps = 410
ctsHoldBuffers = 0

[floorplanning]
die_h_um = 166
fp.dieArea_um2 = 27500
coreArea_um2 = 26200
fp_util_pct = 41.0
rows = 59
num_io_pins = 162
die_width_um = 166

[global_route]
track_usage_pct = 15.7
grt_pass1_vias = 7193
grt_start_max_net_pins = 82
antenna_found_initial = 0
grt_pass1_wl_um = 33500
grt-ovfl-total = 0

[synthesis]
async_reset_ff_share_pct = 0
edf_count = 165
yosys_warnings = 1
ff_type = "edfxtp_1"
area_leaders = "edfxtp_1 46%, ha_1 16%, xnor2_1 6.4%"
common_cells = "165 x edfxtp_1, 139 x ha_1, 81 x a21oi_1"
yosysUniqueCellTypes = 45
syn_inst = 938
syn_area_per_cell_um2 = 11.5
seq_area_frac_synth_pct = 46.1
ys_ff = 165
syn_area_um2 = 10700
ys_area_um2 = 10700
top_area_share_pct = 46.1
largest_area_cell = "edfxtp_1"
ys_cells = 938
top_cell = "edfxtp_1"

[drt]
drc = 0
drt_first_iter_violations = 368
vias = 7504
postRouteAntennaNets = 0
routed.top_layer = "met4"
routed_wl_um = 20200
wl_per_cell_um = 13.8
n_antenna_cell = 0
wl_met1_um = 9930
wl_met2_um = 9200
dr_wl_met3_um = 914
dr.pass1.iters = 47
vias_per_cell = 5.14

[power]
power_leakage_nw = 5.33
ir_drop_mv = 0.195
p_total_w = 0.00452
power.density_nw_per_um2 = 337

[run_status]
outcome = "complete, no violations"

[flow_run]
drv_cap = 0
tool_warnings = 25

[min_path]
hold_path.startpoint = "buff_l1l2[41]"
hold_path.class = "reg -> reg"

[placed_design]
port_buffers = 161
dpl.cell_count = 1427
dp_hpwl_um = 16300
gp_congestion = 0.881
==> worst max-delay path: stages <==
cell and delay [ps]:
clkdlybuf4s50_1 400, ha_1 220, fa_1 410, a21o_1 210, a211oi_1 330, o21ai_1 150
a31o_1 220, a21oi_1 160, xnor2_1 70
==> registers in the layout, indices dropped and copies added, names as in the netlist <==
register   cells
buff_l2l3     29
buff_l0l1     78
buff_l1l2     42
result        16
==> per-stage QoR <==
step / setup WS [ps] / utilization (%) / hold WS [ps] / instance area [um^2]
2_1_floorplan: 3440 / - / 400 / 10700
3_3_place_gp: 2820 / 48.7 / 401 / 12800
3_5_place_dp: 2830 / 48.7 / 405 / 12800
4_1_cts: 3260 / 51.2 / 420 / 13400
5_1_grt: 3160 / 51.2 / 425 / 13400
6_report: 3250 / 51.2 / 418 / 13400
==> layout make-up <==
cell class / count / area, um^2 / area share, %
clock buffers: 18 / 429 / 3.20
multi-input cells: 730 / 5630 / 41.9
repair buffers: 163 / 1630 / 12.1
clock inverters: 14 / 231 / 1.73
flip-flops and latches: 165 / 4950 / 36.9
inverters: 34 / 128 / 0.951
well taps: 335 / 419 / 3.12
==> worst min path at each step <==
stage | slack [ps] | cells after the start | end
CTS | 420 | 0 | buff_l2l3[27]
global route | 420 | 0 | buff_l2l3[19]
finish | 420 | 0 | buff_l2l3[28]
==> kinds of logic (layout without fill, tap and decap cells) <==
| family | Yosys count | after routing | synth area share, % |
|---|---|---|---|
| DFF | 165 | 165 | 46.1 |
| and+or+nand+nor | 175 | 175 | 7.56 |
| xor gates and xnor gates | 104 | 104 | 8.48 |
| AOI/OAI and AO/OA | 300 | 300 | 18.0 |
| adders and majority gates | 150 | 150 | 18.2 |
| muxes | 1 | 1 | 0.0932 |
| buffers and inverters | 43 | 229 | 1.50 |
==> power by group <==
group          total (W)  internal [W]  leakage [nW]  switching, W
Clock            0.00110      0.000708         0.315      0.000388
Sequential       0.00168       0.00157          1.61      0.000107
Combinational    0.00175      0.000864          3.40      0.000882
Total            0.00452       0.00314          5.33       0.00138
==> placed cells by master (no fill, tap or decap), drive strengths merged, types with 7 or more instances in the layout <==
cell type      Yosys  final
inv               34     35
a31oi              8      8
clkdlybuf4s50      0    160
edfxtp           165    165
xor2              26     26
fa                11     11
nand3             10     10
o21a              26     26
nand4             11     11
ha               139    139
o21bai            17     17
o21ai             61     61
and3               7      7
xnor2             78     78
a21o              51     51
clkbuf             9     18
a31o               8      8
nor2              71     71
nor3              31     31
nand2             28     28
a211oi            23     23
a21oi             81     81
==> metal layers <==
layer	track usage [%]	vias up
met5	0	-
met4	1.30	0
met3	3.03	10
met2	24.7	157
met1	25.0	3398
li1	-	3939
Power and IR drop assume default switching activity.
